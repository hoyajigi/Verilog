==> design.v <==
`timescale 1ns / 1ps
module FullAdder(
    input [31:0] In,
	 input clk,
    output [31:0] Out
    );
	reg[31:0] Out;
	always @(posedge clk) 
		Out=In+32'b00000000_00000000_00000000_00000100;
endmodule
==> run.sh <==
#!/bin/bash
# OpenROAD 26Q1-2900-gdf79404cd8, Yosys 0.63+post, stock flow scripts
make -C /OpenROAD-flow-scripts/flow DESIGN_CONFIG=/design/flow/config.mk WORK_HOME=/design/flow/orfs finish
==> config.mk <==
export PLATFORM = sky130hd
export DESIGN_NAME = FullAdder
export DESIGN_NICKNAME = FullAdder
export VERILOG_FILES = /design/flow/design.v
export SDC_FILE = /design/flow/constraint.sdc
export NUM_CORES = 4
export LEC_CHECK = 1
export CORE_AREA = 10 10 113 113
export DIE_AREA = 0 0 123 123
==> constraint.sdc <==
current_design FullAdder

set clk_period 7.2
set clk_io_pct 0.2

create_clock -name clk0 -period $clk_period [get_ports {clk}]

set non_clock_inputs [all_inputs -no_clocks]
set_input_delay [expr $clk_period * $clk_io_pct] -clock clk0 $non_clock_inputs
set_output_delay [expr $clk_period * $clk_io_pct] -clock clk0 [all_outputs]
==> out/summary.txt <==
status = completed
Post-Synthesis Cells = 112
first-pass GRT wire length = 5840 um
pwr/cell area = 195 nW/um2
critical path class = in -> reg
GPL Wtd Cong = 0.798
yosys stat cell total = 112
Max-cap violations = 0
Max FO, Critical Path = 8
setup_tns = 0 ps
Fin. Hold Viols = 0
post-layout period usage = 0.426
ANT nets after route = 0
row cnt = 37
P_leak = 0.786 nW
Hold Crit Depth = 1
comb. cell area = 583 um2
maximum buffer depth of the clock tree = 2
Seq share, synth = 0.519
Tmin final = 3070 ps
Worst EP required = 7380 ps
Main synth FF type = dfxtp_1
max reg flops = 32
# DRC = 0
vias per inst = 3.12
# port buffers = 64
DRT iter0 DRCs = 38
drt wl/cell = 12.7 um
cts hold-fix bufs = 0
Synth Area per Inst = 11.0 um2
cts bufs inserted = 5
CTS tree = yes
n_diodes = 0
dpl hpwl = 3430 um
vias in the first global route = 1,031
unrepaired setup endpoints after global routing = no
fp util = 0.120
Area leader share = 0.519
Vias = 997
Placeable Area = 10,300 um2
global-route usage over all layers = 0.0511
clock-pin slew on the worst setup and hold paths = 70 ps
htree depth = 2
most instantiated cells after synthesis = 32 x dfxtp_1, 19 x xnor2_1, 10 x nand2_1, 10 x nand3_1, 9 x xor2_1
Slew Viols, Final = 0
Die Size = 15,100 um2
Post-Syn Area = 1230 um2
share of cells above drive strength 1 = 0.0815
Final Non-Filler Cells = 320
area leader, netlist = dfxtp_1
Congestion Overflow GR = 0
clock root buffer = clkbuf_8
post-synthesis cell type count = 18
Post-Place Setup Slack = 3730 ps
Seq cells post-synth = 32
post-cts sizing count = 0
worst vdd ir = 0.0935 mV
fmax = 0.326 GHz
critical path arrival = 3240 ps
hold endpoint = Out[1]
largest net degree at the start of global routing = 12
Worst Max-Slew Pin Slew = 525 ps
Hold WC Path Type = in -> reg
synth warn = 1
number of antenna violations at the first check in global routing = 0
Yosys chip area = 1230 um2
# fillers = 1,116
Setup crit start kind = primary input
register area = 641 um2
Post-CTS Setup Bufs = 0
relative slew slack = 0.648
flip-flops with a built-in enable = 0
final worst slack = 4130 ps
Die W = 123 um
CTS Sinks = 32
Post-synth ARST share = 0
overall die height = 123 um
Final setup viols = 0
Layout area overhead = 74.7%
Synth top cell by count = dfxtp_1
Cells after DPL = 312
tool warnings = 25
total wire length = 4050 um
HP Start = In[1]
1st-pass router iterations = 4
biggest area cells = dfxtp_1 52%, xnor2_1 13%, xor2_1 6.4%
crit end category = flop
Ports = 65
-- metal layers --
| metal | track usage | vias to the layer above | part of all wire |
|---|---|---|---|
| met5 | 0 | - | 0 |
| met4 | 0.00728 | 0 | 0.015 |
| met3 | 0.0278 | 7 | 0.11 |
| met2 | 0.0853 | 38 | 0.47 |
| met1 | 0.0581 | 431 | 0.41 |
| li1 | - | 521 | - |
-- where the power goes --
group / internal [mW] / switching, mW / leakage (nW)
clock network: 0.102 / 0.0710 / 0.0541
logic: 0.0390 / 0.0184 / 0.462
registers: 0.188 / 0.00258 / 0.270
-- worst max path at each step --
stage	from	to	slack [ps]
6_report	In[2]	Out[30]	4130
5_1_grt	In[2]	Out[30]	3950
4_1_cts	In[2]	Out[30]	4040
-- cell families after synthesis --
kind of cell,after synthesis,share of synthesized area
XOR/XNOR,28,0.199
adder cells (fa/ha/maj),1,0.0101
buffers and inverters,3,0.00912
flip-flops,32,0.519
AND/OR/NAND/NOR,48,0.263
-- worst max-delay path: stages --
cell             delay (ps)
clkdlybuf4s50_1         540
ha_1                    210
nand3_1                 260
nor4_4                  480
nand4_1                 180
xnor2_1                 140
-- final cells by class --
type	count	area share
flip-flops and latches	32	0.297
repair buffers	64	0.297
multi-input cells	77	0.270
well taps	136	0.0789
clock buffers	5	0.0319
clock inverters	3	0.0197
inverters	3	0.00522
-- cell usage in the layout (no fill, tap or decap) --
master	synthesis	routed
bufinv_16	0	1
clkbuf_8	0	5
nand4_1	6	6
ha_1	1	1
nand3_4	1	1
xnor2_1	19	19
nor3_1	3	3
and3_1	4	4
clkdlybuf4s50_1	0	64
nand3_1	10	10
nand3_2	1	1
clkinv_2	0	1
nor4_4	3	3
nand4_4	1	1
or2_1	1	1
nor2_1	6	6
nand2_1	10	10
clkinvlp_4	0	1
inv_1	3	3
nor4_1	1	1
dfxtp_1	32	32
nand4_2	1	1
xor2_1	9	9
-- per-stage QoR --
stage          hold WS [ps]  cell area [um2]   util  power [mW]
6_report               1600             2160  0.209       0.421
5_1_grt                1590             2160  0.209       0.445
4_1_cts                1590             2160  0.209       0.431
3_5_place_dp           1900             2050  0.198       0.253
3_3_place_gp           1900             2050  0.198       0.253
2_1_floorplan          1470             1230      -       0.203
No activity file was given, so power comes from the tool's default toggle rates.
