`config.mk`:
```
export PLATFORM = sky130hd
export DESIGN_NAME = VendingMachine
export DESIGN_NICKNAME = VendingMachine
export VERILOG_FILES = /design/flow/design.v
export SDC_FILE = /design/flow/constraint.sdc
export NUM_CORES = 4
export LEC_CHECK = 1
export CORE_AREA = 10 10 78 78
export DIE_AREA = 0 0 88 88
```
`constraint.sdc`:
```
current_design VendingMachine

set clk_period 2.2
set clk_io_pct 0.2

create_clock -name clk0 -period $clk_period [get_ports {clk}]

set non_clock_inputs [all_inputs -no_clocks]
set_input_delay [expr $clk_period * $clk_io_pct] -clock clk0 $non_clock_inputs
set_output_delay [expr $clk_period * $clk_io_pct] -clock clk0 [all_outputs]
```
`design.v`:
```
module VendingMachine(clk,rst,InCoin,Button,Can,OutCoin);
	input clk, rst;
	input[1:0] InCoin;
	input Button;
	output OutCoin, Can;
	reg OutCoin, Can;
	reg[4:0] State, NextState;
	always @(posedge clk or posedge rst)
	begin
		if(rst)
			State <= 5'd0;
		else
			State <= NextState;
	end
	always @(State or InCoin or Button)
	begin
		case(State)
		5'd10: NextState = (Button)?5'd25:5'd10;
		5'd11: NextState = 5'd10;
		5'd12: NextState = 5'd11;
		5'd13: NextState = 5'd12;
		5'd14: NextState = 5'd13;
		5'd15: NextState = 5'd14;
		5'd25: NextState = 5'd24;
		5'd24: NextState = 5'd23;
		5'd23: NextState = 5'd22;
		5'd22: NextState = 5'd21;
		5'd21: NextState = 5'd20;
		5'd20: NextState = 5'd19;
		5'd19: NextState = 5'd18;
		5'd18: NextState = 5'd17;
		5'd17: NextState = 5'd16;
		5'd16: NextState = 5'd0;
		default:
		begin
			case(InCoin)
			2'd1: NextState = State + 5'd1;
			2'd2: NextState = State + 5'd5;
			default: NextState = State;
			endcase
		end
		endcase
	end
	always @(State)
	begin
		case(State)
		5'd11: {OutCoin,Can} = 2'b10;
		5'd12: {OutCoin,Can} = 2'b10;
		5'd13: {OutCoin,Can} = 2'b10;
		5'd14: {OutCoin,Can} = 2'b10;
		5'd15: {OutCoin,Can} = 2'b10;
		5'd25: {OutCoin,Can} = 2'b01;
		5'd24: {OutCoin,Can} = 2'b10;
		5'd23: {OutCoin,Can} = 2'b10;
		5'd22: {OutCoin,Can} = 2'b10;
		5'd21: {OutCoin,Can} = 2'b10;
		5'd20: {OutCoin,Can} = 2'b10;
		5'd19: {OutCoin,Can} = 2'b10;
		5'd18: {OutCoin,Can} = 2'b10;
		5'd17: {OutCoin,Can} = 2'b10;
		5'd16: {OutCoin,Can} = 2'b10;
		default: {OutCoin,Can} = 2'b00;
		endcase
	end
endmodule
```
`run.sh`:
```
#!/bin/bash
# OpenROAD 26Q1-2900-gdf79404cd8, Yosys 0.63+post, stock flow scripts
make -C /OpenROAD-flow-scripts/flow DESIGN_CONFIG=/design/flow/config.mk WORK_HOME=/design/flow/orfs finish
```
==> out/results.ini <==
[status]
outcome = complete, no violations

[die]
die_h_um = 88
chipArea_um2 = 7740
ios = 7
fp.dieW_um = 88
rows = 24
fp.coreArea_um2 = 4410
fp_util_pct = 13.8

[routing]
drc_errors = 0
dr.pass1.iters = 4
antenna_cells = 0
dr_total_vias = 573
drt-wirelength-per-cell_um = 10.6
drt_iter0_drc = 13
wirelength_mm = 1.45
drt-vias-per-instance = 4.18
drtAntennaViolNets = 0

[pwr]
power.switching_uw = 557
p_clk_share_pct = 13.8
ir_worst_vdd_mv = 0.436
p_per_area_nw_per_um2 = 1580
combPwrFrac_pct = 71.5
power.internal_uw = 685
seqPwrFrac_pct = 14.6
p_sw_share_pct = 44.8
leakagePower_uw = 0.000316

[sta]
setup_viol = 0
maxSlewHeadroom_pct = 69.4
worst_slew_pin_slew_ns = 0.453
drv_slew = 0
fin_crit_sh_pct = 94.0
rsz0062_at_grt = no
skew_ns = 0.000913
fin_crit_ns = 2.07
fin_tns_setup_ns = 0
fmax_mhz = 484
finalHoldViolCount = 0

[layout]
area_delta_synth_final_pct = 29.0
reg.largest.list = State: 5 flops
regMostFlops = State
fill_cells = 471
postLayoutCellArea_um2 = 786
drive_gt1_share_pct = 20.0
logic_area_um2 = 417
largest_register_ffs = 5
register_area_um2 = 125
fin_util_pct = 17.8

[grt]
grt.overflow.total = 0
grtUsageTotal_pct = 3.64
grt_pass1_vias = 494
grt_max_degree = 12
antenna_found_initial = 0
grt_pass1_wl_mm = 2.38

[yosys]
yosysWarnings = 1
synth_seq_share_pct = 20.5
top_area_cell = dfrtp_1
synth_cell_type_count = 35
async_flop_share_pct = 100
yosysChipArea_um2 = 609
flop_cell = dfrtp_1
avgSynthCellArea_um2 = 8.12
yosys-stat-cells = 75
synthTopCellsByArea = dfrtp_1 (21%), ha_1 (12%), o21ai_0 (5.7%), xnor2_1 (4.3%), nor2_1 (3.7%)
ys_seq_elements = 5
synth_area_um2 = 609
most_common_cell = o21ai_0
synth_cells = 75
common_cells = o21ai_0 (7), ha_1 (6), nor2_1 (6)
top_area_share_pct = 20.5
edf_count = 0

[worst_hold_path]
min_path_type = in2async

[worst_setup_path]
worst_ep_required_time_ns = 1.76
cp_data_arrival_time_ns = 1.63
reg2reg_to = State[2]
cp_max_fo = 7
r2r_setup_slack_ns = 0.43
cp-start-kind = register
endpoint_kind = output port
worst-setup-path-type = reg2out
r2r-start = State[0]
reg2regPathDepth = 7

[clocking]
path_clk_slew_ns = 0.04
cts.root.buffer_cell = clkbuf_8
ctsHtreeMaxLevel = 1
cts_made_buffers = 3
cts.sinks = 5
cts_tree = yes
cts_max_path_buffers = 2
clock_latency_ns = 0.22

[placed_design]
hpwl_mm = 1.15
io_buffers = 6
placed_area_um2 = 742
gp_congestion = 0.913

[run]
tool_warnings = 28
drv_cap = 0

[layout make-up]
class / instances / share of cell area [%]
tap: 52 / 8.28
multi-input combinational: 57 / 53.0
clock buffer: 4 / 5.73
sequential: 5 / 15.9
timing repair buffer: 13 / 14.2
inverter: 6 / 2.87
[cell usage in the layout, fill, tap and decap left out, types with 2 or more instances in the layout]
master           n
a21oi_1          4
inv_1            5
o21ai_1          4
a221o_1          2
clkbuf_8         3
xnor2_1          3
buf_4            7
o21ai_0          7
mux2i_1          2
a31oi_1          2
dfrtp_1          5
ha_1             6
nor2_1           6
xor2_1           2
clkdlybuf4s50_1  5
nand2_1          3
[power by group through the flow]
stage | Combinational [uW] | Clock, uW | Sequential (uW)
after CTS | 891 | 175 | 182
after global routing | 976 | 183 | 191
final | 888 | 172 | 181
[what timing repair did]
action	in CTS	in global routing
gates resized	1	0
setup buffers	0	0
endpoints found under the setup margin	1	0
hold buffers	0	0
[routing by layer]
metal  up-vias  routed length [um]  track usage [%]
li1        290                   -                -
met3         2                  87             1.22
met1       270                 686             5.23
met5         -                   0                0
met4         0                  12            0.435
met2        11                 660             5.29
[cell families (layout without fill, tap and decap cells)]
group / count (synthesis) / after routing / synth area share [%]
AND-OR/OR-AND: 28 / 28 / 32.0
AND/OR/NAND/NOR: 16 / 16 / 13.6
buffers and inverters: 13 / 23 / 11.1
adder cells (fa/ha/maj): 6 / 6 / 12.3
XOR/XNOR: 5 / 5 / 7.19
flip-flops: 5 / 5 / 20.5
multiplexers: 2 / 2 / 3.29
[critical path, stage by stage, from the launching register on]
cell and delay (ns):
dfrtp_1 0.33, buf_4 0.13, ha_1 0.27, nand2_1 0.10, nor2_1 0.10, clkdlybuf4s50_1 0.47
[how the worst max path moves through the flow]
stage | start | endpoint | slack, ns | cells after the start
finish | State[0] | Can | 0.13 | 5
CTS | State[0] | Can | 0.12 | 5
global route | State[0] | Can | 0.01 | 5
[per-stage QoR]
stage	std cells	hold WS, ns	power, uW	worst slack (ns)
5_1_grt	137	0.487	1350	0.0141
3_5_place_dp	133	0.669	1080	0.143
4_1_cts	137	0.443	1250	0.117
2_1_floorplan	75	0.219	852	0.576
3_3_place_gp	133	0.672	1080	0.150
6_report	137	0.435	1240	0.133
Power is estimated from default activity; no workload was simulated.
