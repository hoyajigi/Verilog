$ cat flow/run.sh
#!/bin/bash
# OpenROAD 26Q1-2900-gdf79404cd8, Yosys 0.63+post, stock flow scripts
make -C /OpenROAD-flow-scripts/flow DESIGN_CONFIG=/design/flow/config.mk WORK_HOME=/design/flow/orfs finish
$ cat flow/config.mk
export PLATFORM = sky130hd
export DESIGN_NAME = Mux2
export DESIGN_NICKNAME = Mux2
export VERILOG_FILES = /design/flow/design.v
export SDC_FILE = /design/flow/constraint.sdc
export NUM_CORES = 4
export LEC_CHECK = 1
export CORE_AREA = 10 10 70 70
export DIE_AREA = 0 0 80 80
$ cat flow/constraint.sdc
current_design Mux2

set clk_period 1.0
set clk_io_pct 0.2

create_clock -name clk0 -period $clk_period

set non_clock_inputs [all_inputs -no_clocks]
set_input_delay [expr $clk_period * $clk_io_pct] -clock clk0 $non_clock_inputs
set_output_delay [expr $clk_period * $clk_io_pct] -clock clk0 [all_outputs]
$ cat flow/design.v
`timescale 1ns / 1ps
module Mux2(
	 input PCsrc,
    input [31:0] In,
    output [31:0] Out
    );
	reg[31:0] Out;
	always @(PCsrc or In)
	begin
		case(PCsrc)
			1'b0: Out = In;
			1'b1: Out = 32'b00000000_00000000_00000000_00000000;
		endcase
	end
endmodule
==> run summary <==
yosys + openroad results -> CTS Hold Buffers Added=0, vias in the first global route=roughly 500, maximum vdd drop=0.0917 mV, WP depth=4, P&R area growth vs syn=238%, layout cells sized above 1=0.364, worst slack, placed=-0.651 ns, pin count of the biggest net entering global routing=17, Critical Path Source Type=primary input, most frequent logic cells in the routed design=buf_2 (33), dlygate4sd2_1 (32), nor2b_1 (31), Die Y=approximately 80 microns, Tmin final=0.917 ns, CP max stage delay=0.16 ns, core footprint=0.00342 sq mm, Crit path required time=~0.80 ns, ys cells=35, Clk pwr share=0, unrepaired setup endpoints after global routing=false, sequential share of power=0, fp_density=0.0652, Cell area leaders=nor2b_1 (90%), buf_4 (10%), Most common cell on crit path=buf_2, Fin Setup TNS=0 ns, Pre-antenna DRT Iters=2, IO Port Bufs=around 65, Residual DRC=0, Buf/Inv on CP=3, Max-Cap Viols=0, HPWL after DPL=about 1.5 mm, area leader, netlist=nor2b_1, register area=0 sq um, total global routing overflow=0, Mean Syn Cell Area=6.36 sq um, fin. max-slew vios=0, diodes inserted=0, Comb pwr share=1.000, final setup violation count=0, Rows=21, Worst path slowest cell=buf_12, chip width=80 microns, gr usage total=0.0494, crit-path cells=buf_2 > buf_12 > nor2b_1 > buf_2, Crit Path Category=in2out, Synth Instances=35, Hold Path Class=in2out, final setup margin=between 0.08 and 0.09 ns, total die size=between 0.006 and 0.007 sq mm, worst path arrival time=0.72 ns, period utilization=0.917, most common logic cell in the routed design=buf_2, Fmax=between 1000 and 1500 MHz, Critical Path Fanout Max=16, detailed route wirelength on metal3=between 200 and 300 microns, Iter 0 DRT Violations=3, crit-path leading delay family=buffers and inverters, vias per cell=roughly 3.3, placer congestion estimate=approximately 0.77, Cells on Worst Hold Path=3, # fillers=407, Synth warnings=1, final hold vios=0, status=complete, no violations, yosys stat area=between 200 and 250 sq um, DRT antenna net count=0, clk_buf instances=0, logic area=roughly 200 sq um, Final Total Pwr=roughly 0.22 mW, Cell Pwr Density=between 200 and 300 mW/mm^2, Seq cells=0, Area leader share=0.899, Mapped Area=223 sq um, worst-margin pin slew=between 0.1 and 0.15 ns, part of the Yosys area used for sequential elements=0, WL met2=roughly 750 microns, net switching power figure=between 0.05 and 0.06 mW, Log Warnings=32, IO Count=between 60 and 70, Netlist cell types=2, DRT Wirelength=1.78 mm, DRT met1 WL=around 750 microns, crit end category=output pin, P_leak=around 0.42 nW, Sw Share=0.277, internal power=between 0.15 and 0.2 mW, final core occ=0.221, DR WL/cell=~12 microns, vias=approximately 470, highest routed layer=met3, initial antenna violation count=0, first-pass GRT wire length=2.56 mm, worst rel slew slack=0.905, Worst Hold Slack=0.784 ns
## cells by family after synthesis
| logic type | Yosys count | share of synthesized area |
|---|---|---|
| AND/OR/NAND/NOR | 32 | 0.899 |
| buffers and inverters | 3 | 0.101 |
## synth_stat cells
library cell / n
buf_4: 3
nor2b_1: 32
## stage by stage
step / area [sq um] / instances
final: 753 / 145
after global routing: 753 / 145
after CTS: 751 / 145
after detailed placement: 928 / 144
after global placement: 928 / 144
after floorplan: 223 / 35
## power groups by stage
| stage | Sequential, mW | Combinational, mW | Clock (mW) |
|---|---|---|---|
| 6_report | 0 | 0.216 | 0 |
| 5_1_grt | 0 | 0.245 | 0 |
| 4_1_cts | 0 | 0.225 | 0 |
## layer usage
metal	track usage	vias up
met5	0	-
met4	0	0
met3	0.0295	0
met2	0.0778	41
met1	0.0600	201
li1	-	231
## layout make-up
| class | instances | area share |
|---|---|---|
| multi-input combinational | 32 | 0.269 |
| tap | 46 | 0.0764 |
| timing repair buffer | 67 | 0.654 |
## worst min-delay path, cell delays in order
cell and delay, ns:
dlygate4sd2_1 0.18, nor2b_1 0.10, buf_2 0.09
## what timing repair did
| item | 4_1_cts | 5_1_grt |
|---|---|---|
| gates resized | 134 | 1 |
| buffers inserted | 0 | 0 |
| cloned | 1 | 0 |
| endpoints found under the setup margin | 32 | 1 |
## worst paths after layout
path	startpoint	end	slack (ns)
max	PCsrc	Out[23]	0.08
min	In[14]	Out[14]	0.78
Power and IR drop assume default switching activity.
